--- config.mk ---
export PLATFORM = sky130hd
export DESIGN_NAME = register_file
export DESIGN_NICKNAME = register_file
export VERILOG_FILES = /design/flow/design.v
export SDC_FILE = /design/flow/constraint.sdc
export NUM_CORES = 4
export LEC_CHECK = 1
export CORE_UTILIZATION = 30
--- constraint.sdc ---
current_design register_file

set clk_period 9.3
set clk_io_pct 0.2

create_clock -name clk0 -period $clk_period [get_ports {Clk}]

set non_clock_inputs [all_inputs -no_clocks]
set_input_delay [expr $clk_period * $clk_io_pct] -clock clk0 $non_clock_inputs
set_output_delay [expr $clk_period * $clk_io_pct] -clock clk0 [all_outputs]
--- design.v ---
module MIPS_Pipeline
(
	clk, 
	rst_n,
	ICACHE_addr,
	ICACHE_rdata,
	ICACHE_ren,
	ICACHE_wen,
	ICACHE_wdata,
	ICACHE_stall,
	DCACHE_addr,
	DCACHE_rdata,
	DCACHE_ren,
	DCACHE_wen,
	DCACHE_wdata,
	DCACHE_stall
);
	input  clk;
	input  rst_n;
	input  [29:0] ICACHE_addr;
	input  [31:0] ICACHE_rdata;
	input  ICACHE_ren;
	input  ICACHE_wen;
	input  [31:0] ICACHE_wdata;
	input  ICACHE_stall;
	output [29:0] DCACHE_addr;
	output [31:0] DCACHE_rdata;
	output DCACHE_ren;
	output DCACHE_wen;
	output [31:0] DCACHE_wdata;
	output DCACHE_stall;
endmodule
module register_file(
    Clk  ,
	rst_n,
    WEN  ,
    RW   ,
    busW ,
    RX   ,
    RY   ,
    busX ,
    busY
);
    input        Clk, rst_n, WEN;
    input  [4:0] RW, RX, RY;
    input  [31:0] busW;
    output reg[31:0] busX, busY;
    integer i;
    reg[31:0] register[0:31];
	always@(*)begin
		busX = register[RX];
		busY = register[RY];
	end	
	always@(posedge Clk or negedge rst_n) begin
		if(!rst_n)
			for(i=0;i<=31;i=i+1)
				register[i]<=0;		
		else if(WEN)
			register[RW]<=busW;
	end
endmodule
module control(
	op ,
	func ,
	RegDst ,
	Jump ,
	JR ,
	JAL,
	Branch ,
	MemRead ,
	MemtoReg ,
	ALUOp ,
	MemWrite ,
	ALUSrc ,
	RegWrite
);
	input  [5:0] op; 
	input  [5:0] func; 
	output RegDst,Jump,JR,JAL,Branch,MemRead,MemtoReg,MemWrite,ALUSrc,RegWrite;
	output [3:0] ALUOp;
	assign RegDst  = (op==6'd0)   ? 1:0;
	assign Jump    = (op==6'd2 || op==6'd3)   ? 1:0;
	assign JR	   = (op==6'd0 && func==6'd8) ? 1:0;
	assign JAL     = (op==6'd3)   ? 1:0;
	assign Branch  = (op==6'd4)   ? 1:0;
	assign MemRead = (op==6'd35)  ? 1:0;
	assign MemtoReg= (op==6'd35)  ? 1:0;
	assign ALUOp   = (op==6'd4)   ? 4'd1: 
					 (op==6'd0)   ? 4'd2: 
					 (op==6'd8)   ? 4'd3: 
					 (op==6'd10)  ? 4'd4: 
					 (op==6'd12)  ? 4'd5: 
					 (op==6'd13)  ? 4'd6: 
					 (op==6'd14)  ? 4'd7: 
					 (op==6'd35)  ? 4'd0: 
					 (op==6'd43)  ? 4'd0: 
									  0 ;
	assign MemWrite= (op==6'd43)  ? 1:0;
	assign ALUSrc  = (op==6'd35 || op==6'd43)  ? 1:0;
	assign RegWrite= (op==6'd4  || op==6'd43)  ? 0:1;  
endmodule
module alu_control(
	func ,
	ALUOp,
	out
);
	input  [5:0] func;
	input  [3:0] ALUOp; 
	output reg [3:0] out;
	always@(*)begin
		case(ALUOp)
			4'd0:	out = 4'd2; 
			4'd1:   out = 4'd6; 
			4'd2:	out = (func==6'd0 )? 4'd3: 
						  (func==6'd2 )? 4'd4: 
						  (func==6'd3 )? 4'd5: 
						  (func==6'd27)? 4'd12: 
						  (func==6'd32)? 4'd2: 
						  (func==6'd34)? 4'd6: 
						  (func==6'd36)? 4'd0: 
						  (func==6'd37)? 4'd1: 
						  (func==6'd40)? 4'd13: 
						  (func==6'd42)? 4'd7: 
							               0;
			4'd3:	out = 4'b0010; 
			4'd4:	out = 4'b0111; 
			4'd5:	out = 4'b0000; 
			4'd6:	out = 4'b0001; 
			4'd7:	out = 4'b1101; 
		endcase
	end
endmodule
module alu(
    ctrl,
    x,
    y,
	shamt, 
    zero,
    out  
);
    input  [3:0] ctrl;
    input  [31:0] x;
    input  [31:0] y;
	input  [4:0] shamt;
    output        zero;
    output [31:0] out;
    wire   [31:0] add,sub;
	wire   [31:0] negy;
	wire   [31:0] sll,sra,srl;
	assign add  	= x+y;
	assign negy 	= ~y+32'd1;
	assign sub  	= x+negy;
	assign zero 	= (x==y)?1:0;
	assign sll  	= y<<shamt;
	assign srl      = y>>shamt;
	assign sra      = y>>>shamt;
	assign out  	= (ctrl==4'd0) 		 ? x&y        :
					  (ctrl==4'd1) 		 ? x|y        :
				      (ctrl==4'd2) 		 ? add[31:0]  :
					  (ctrl==4'd3)       ? sll        :
					  (ctrl==4'd4)       ? srl        :
					  (ctrl==4'd5)       ? sra        :
				      (ctrl==4'd6)  	 ? sub[31:0]  :
				      (ctrl==4'd7 && x<y)? 1          :
				      (ctrl==4'd12)    	 ? ~(x|y)     :
				      (ctrl==4'd13)      ? x^y        :
						       			   0	      ;	
endmodule
--- run.sh ---
#!/bin/bash
# OpenROAD 26Q1-2900-gdf79404cd8, Yosys 0.63+post, stock flow scripts
make -C /OpenROAD-flow-scripts/flow DESIGN_CONFIG=/design/flow/config.mk WORK_HOME=/design/flow/orfs finish
==> flow_summary.toml <==
# synthesis and place-and-route metrics
[grt]
antenna_found_initial = 28
grt-ovfl-total = 0
grt_max_degree = 121
grt_pass1_wl_microns = 395000
grt_pass1_vias = 44872
grtUsageTotal_pct = 34.3

[synth]
ys_area_sq_mm = 0.0519
syn_avg_cell_area_sq_um = 11.8
ff_type = "dfrtp_1"
top_area_cell = "dfrtp_1"
async_flop_share_pct = 100
synth-edff-count = 0
ys_ff = 1024
synth_cells = 4394
yosys.area.top_type_share_pct = 49.3
ys_seq_share_pct = 49.3
synthesis.area_sq_mm = 0.0519
synth_warnings = 2
top_cells_by_area = "dfrtp_1 49%, mux2_2 23%, a22oi_1 10%"
synth_cell_types = 70
ys_cells = 4394

[critical_path]
slowest_stage = "nor2_2"
cp_data_required_time_ns = 7.44
reg2reg_depth = 1
r2r_start = "register[17][21]"
crit_type = "input pin to primary output"
max_stage_delay_ns = 0.99
critPathTopFamily = "buffers and inverters"
end_kind = "primary output"
reg2reg_to = "register[17][21]"
crit_fanout = 26
start_kind = "input pin"
crit_path_cell_trace = "buf_2, buf_4, nor2_2, nand2_2, buf_12, o31ai_1, a221oi_1, o2111ai_1, o22a_1, clkdlybuf4s50_1"
reg2reg_slack_ns = 8.34
crit_arrival_ns = 6.63
crit_buf_inv = 4

[cts]
htreeDepth = 3
clock-sinks = 1024
cts-resized-gates = 0
clk_pin_slew_ns = 0.06
ctsHoldBuffers = 0
clock_latency_ns = 0.75
cts_tree = "built"
postCtsSetupRepairBufs = 0
cts-root-buf = "clkbuf_16"
clockBufferDepth = 3
numCtsBuffers = 113

[layout]
final_common_cell = "mux2_2"
regMostFlops = "register"
largest_reg_flops = 1024
lay_top_cells = "1052 x mux2_2, 1024 x dfrtp_1, 692 x a22oi_1, 281 x buf_4, 201 x nand2_1"
largestRegisters = "register (1024)"
area_growth_pct = 17.3
layout-drive-gt1-share_pct = 36.3

[hold_path]
holdPathStages = 1
whs_endpoint = "register[31][28]"
hold_path_startpoint = "register[31][28]"
worst_hold_path_type = "flop to flop"

[routing]
drtPass1Iterations = 9
ant_nets = 0
totalWireLength_microns = 294000
drt_iter0_markers = 5625
viasPerCell = 6.69
vias = 46291
drc = 0
wl_per_cell_microns = 42.4

[power]
p_leak_uw = 0.0259
power_per_cell_area_mw_per_mm2 = 217
peakVddDrop_v = 0.000144

[floorplan]
placementRows = 152
io_pins = 114
coreArea_sq_mm = 0.172
dieHeight_microns = 418
fp_util_pct = 30.2
die_width_microns = 418
dieArea_sq_mm = 0.175

[sta]
tightestPinTransition_ns = 1.21
rsz0062_at_grt = "false"
finalHoldViolations = 0
finalCriticalPeriod_ns = 8.49
setup_viol = 0
relSlewSlack_pct = 19.2
fmax_ghz = 0.118
finalClockSkew_ns = 0
maxSlewViolCount = 0
finalClockPeriodUsage_pct = 91.3
timing.final.ws_setup_ns = 0.813
tns_ns = 0

[placed_design]
port_buffers = 113
hpwl_microns = 186000
gp_congestion = 1.11
dp_slack_ns = 1.40

[run]
drv_cap = 0
warnings = 38

[run_status]
outcome = "finished clean"
## cells by family after synthesis
kind of cell | count (synthesis) | share of synthesized area, %
buf+inv | 431 | 3.80
flops | 1024 | 49.3
mux | 1117 | 24.2
simple gates | 748 | 7.19
compound gates | 1074 | 15.5
## routing by layer
layer  routed length, microns  global-route usage (%)  up-vias
li1                         -                       -    17133
met5                      455                    1.75        -
met4                    26400                    23.2       38
met2                   119000                    45.9     4204
met3                    45700                    20.2     1495
met1                   102000                    41.1    23421
## worst max-delay path by stage
stage     start  endpoint  slack [ns]  cells past startpoint
6_report  RY[3]  busY[14]        0.81                     10
4_1_cts   RY[3]  busY[30]        1.39                      9
5_1_grt   RY[3]  busY[14]        1.19                     10
## cell usage after synthesis, drive strengths merged, types with 24 or more instances
master,n
mux2,1052
dfrtp,1024
a22oi,692
buf,254
nand2,213
nor2,194
clkbuf,174
nand4,93
a21oi,79
nor3,65
mux2i,61
a22o,54
nand3,44
a221oi,40
o21ai,30
a31oi,27
nor4,27
a222oi,24
## cell type report
| class | count | area [sq um] |
|---|---|---|
| fillers | 16611 | 111000 |
| flip-flops and latches | 1024 | 25600 |
| multi-input cells | 2939 | 24900 |
| repair buffers | 399 | 3330 |
| clock buffers | 153 | 3260 |
| well taps | 2310 | 2890 |
| clock inverters | 60 | 847 |
| diodes | 33 | 82.6 |
| inverters | 3 | 11.3 |
## report_power, final
group | internal (uW) | total, uW | switching [uW]
Sequential | 5320 | 6260 | 945
Clock | 2980 | 5010 | 2030
Combinational | 1010 | 1980 | 967
Total | 9310 | 13200 | 3940
## through the flow
step | utilization (%) | total power, uW | cells | hold WS, ns | area [sq um]
final | 35.5 | 13200 | 6921 | 0.532 | 60900
after global routing | 35.4 | 13600 | 6892 | 0.548 | 60800
after CTS | 35.4 | 13200 | 6888 | 0.532 | 60800
after detailed placement | 33.0 | 8200 | 6675 | 0.518 | 56700
after global placement | 33.0 | 8170 | 6675 | 0.510 | 56700
after floorplan | - | 7050 | 4394 | 0.493 | 51900
Power figures rest on the tool's default switching activity, not on a simulated workload.
